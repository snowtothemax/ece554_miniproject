File: design/flow/design.v
module fifo
  #(
  parameter DEPTH=8,
  parameter BITS=64
  )
  (
  input clk,rst_n,en,
  input [BITS-1:0] d,
  output [BITS-1:0] q
  );
  logic signed [BITS-1:0] fifo_data [0:DEPTH-1];
  genvar i;
  assign q = fifo_data[DEPTH-1];
	generate
		for (i = 0; i < DEPTH; i=i+1) begin
		   always_ff @(posedge clk, negedge rst_n) begin
		      if (!rst_n)
			     fifo_data[i] <= 64'd0;
			  else if (en) begin
			     if (i == 0)
			        fifo_data[i] <= d;
				 else
			        fifo_data[i] <= fifo_data[i-1];
			  end
		   end
		end
	endgenerate
endmodule  
File: design/flow/constraint.sdc
current_design fifo

set clk_period 1.5
set clk_io_pct 0.2

create_clock -name clk0 -period $clk_period [get_ports {clk}]

set non_clock_inputs [all_inputs -no_clocks]
set_input_delay [expr $clk_period * $clk_io_pct] -clock clk0 $non_clock_inputs
set_output_delay [expr $clk_period * $clk_io_pct] -clock clk0 [all_outputs]
File: design/flow/config.mk
export PLATFORM = sky130hd
export DESIGN_NAME = fifo
export DESIGN_NICKNAME = fifo
export VERILOG_FILES = /design/flow/design.v
export SDC_FILE = /design/flow/constraint.sdc
export NUM_CORES = 4
export LEC_CHECK = 1
export CORE_UTILIZATION = 40
File: design/flow/run.sh
#!/bin/bash
# OpenROAD 26Q1-2900-gdf79404cd8, Yosys 0.63+post, stock flow scripts
make -C /OpenROAD-flow-scripts/flow DESIGN_CONFIG=/design/flow/config.mk WORK_HOME=/design/flow/orfs finish
==> GITHUB_STEP_SUMMARY <==
### Flow metrics

| Metric | Value |
|---|---|
| Result of the run | complete, no violations |
| Final worst hold slack | 0.331 ns |
| Number of input and output port buffers inserted | about 130 |
| CTS sink cnt | 512 |
| Number of synthesized flops with an enable pin | 0 |
| Leading cell types by count after synthesis | dfrtp_1 (512), mux2_2 (512), buf_6 (46) |
| Internal power consumption | 0.0305 W |
| Simple share | 0% |
| Setup slack after layout | 0.0593 ns |
| Drt first-iter violations | 375 |
| Maximum frequency from static timing analysis | slightly below 700 MHz |
| Multiplexer fraction of the synthesized cell area | 30.0% |
| Height of the die | ~220 µm |
| Cell chosen for the clock root | clkbuf_16 |
| Share of total power in the clock network | 35.9% |
| Pin count of the biggest net entering global routing | 87 |
| Critical Path Sink Type | output pin |
| First-pass iteration count of the detailed router | 4 |
| Grt ovf | 0 |
| Detailed-route wire length per cell | between 10 and 15 µm |
| Latest clock arrival within the worst-skew pair | 0.58 ns |
| Antenna violations before repair | 1 |
| Worst clock skew | 0.00939 ns |
| Sum of negative setup slack | 0 ns |
| Largest area contributor in the synthesized netlist | dfrtp_1 |
| Max-cap violation count | 0 |
| Area inside the core boundary | 47000 µm² |
| Hold wc startpoint | d[62] |
| Ports | 131 |
| Gate count after technology mapping | 1081 |
| Power dissipated by switching net loads | 0.00853 W |
| Post-synthesis to final-layout area growth | 21.3% |
| Source of the critical timing path | fifo_data[7][54] |
| Worst Path Buf+Inv | 1 |
| Remaining max-slew budget at the tightest pin | 68.9% |
| Xor and xnor area share after synthesis | 0% |
| Shortest clock period the worst path allows after layout | 1.44 ns |
| Via count of the first global-routing pass | 9431 |
| Worst slack at placement | 0.157 ns |
| Path category of the worst min-delay check | input port to flop |
| Synth warn | 2 |
| Critical Path Slowest Stage Cell | dfrtp_1 |
| End-of-flow core utilization | 49.7% |
| CTS tree | built |
| Warning total across the stage logs | 25 |
| Worst R2R Start | fifo_data[7][19] |
| Setup violations, final | 0 |
| Sequential share of power | 49.3% |
| CP Cell Sequence | clkdlybuf4s15_1 |
| Slew @ Worst Pin | 0.466 ns |
| Dpl hpwl | about 17 mm |
| Total routing resource utilization after global routing | 12.5% |
| Level count of the clock H-tree | 2 |
| Leading cell types by total area after synthesis | dfrtp_1 (67%), mux2_2 (30%), buf_6 (2.7%) |
| Routed wire length | 28.0 mm |
| Largest voltage drop on the vdd net | 1.22 mV |
| Yosys Chip Area | roughly 19000 µm² |
| Starting density of the core | 40.9% |
| Synth Area in Compound Gates | 0% |
| Leakage Power | 10.1 nW |
| Switching power share of the total | 21.9% |
| Kind of start point of the critical path | flop |
| Seq/Total Area, Yosys | 66.7% |
| Final-report max-slew violation count | 0 |
| Number of vias per cell after detailed routing | 4.73 |
| Number of design rule violations left after detail routing | 0 |
| Register with the highest flop count | fifo_data |
| Max Root-Sink Buffers | 3 |
| Leading register cell type out of synthesis | dfrtp_1 |
| Maximum single-stage delay on the critical path | 0.38 ns |
| Power density normalized to cell area | between 1500 and 2000 nW/µm² |
| Via Count | 9140 |
| Count of different cell masters after synthesis | 5 |
| Cell class contributing the biggest share of worst-path delay | flip-flops |
| Count of endpoints failing hold in the final timing report | 0 |
| Yosys cell count | 1081 |
| Number of antenna cells inserted | 0 |
| Share of cells above drive strength 1 | 52.9% |
| Classification of the worst setup path | flop to output pin |
| Post-layout period usage | 96.0% |
| Worst path arrival time | 1.14 ns |
| Setup repair after global routing missed its margin | false |
| Antenna viol nets, final | 0 |
| Cts bufs inserted | 54 |
| Final estimated routing congestion in global placement | 0.752 |
| Adder-cell area share of the yosys netlist | 0% |
| Top cell area share | 66.7% |
| Relative contribution of combinational cells to total power | around 15% |
| Ys async rst share | 100% |
| Post-Syn Area | 19200 µm² |
| Number of placement rows | 79 |
| Tot Pwr | roughly 0.04 W |
| Die Width | 221 µm |
| Floorplan die area | 48900 µm² |
| Required @ worst endpoint | 1.20 ns |
| First-pass GRT wire length | slightly below 50 mm |
| Ys flops | 512 |
| Largest non-sequential cell family by area | multiplexers |
| Max reg flops | 512 |
| Post-synthesis average cell area | 17.8 µm² |
| Largest registers | fifo_data: 512 flops |
| CTS clock-pin slew for the worst setup and hold paths | 0.06 ns |
| Biggest fanout along the worst timing path | 2 |
[power by group through the flow]
stage / Sequential [W] / Clock [W] / Combinational, W
CTS: 0.0193 / 0.0145 / 0.00591
global route: 0.0198 / 0.0151 / 0.00634
finish: 0.0193 / 0.0140 / 0.00574
[layout make-up]
cell class | count | area, µm²
Tap cell | 607 | 759
Multi-Input combinational cell | 512 | 5770
Fill cell | 3803 | 23600
Sequential cell | 512 | 12800
Clock inverter | 16 | 259
Timing Repair Buffer | 202 | 2050
Clock buffer | 84 | 1680
[final timing paths]
| kind | slack, ns | end | cells past startpoint |
|---|---|---|---|
| setup / recovery | 0.06 | q[54] | 1 |
| hold / removal | 0.33 | fifo_data[0][62] | 2 |
| setup reg to reg | 0.51 | fifo_data[7][19] | 3 |
| hold reg to reg | 0.49 | fifo_data[3][4] | 1 |
| max in group asynchronous | 0.33 | fifo_data[2][28] | 5 |
| min in group asynchronous | 0.46 | fifo_data[5][40] | 4 |
[routing by layer]
layer	vias up	part of all wire, %	wire [µm]	track usage, %
li1	4267	-	-	-
met1	4700	48	13400	20.5
met2	106	45	12700	18.0
met3	65	4.1	1140	2.43
met4	2	2.9	804	3.27
met5	-	0.046	13	0
[layout by cell type, fill, tap and decap left out, types with 5 or more instances in the layout]
master,Yosys,routed
buf_12,0,27
buf_2,3,24
buf_4,0,43
bufinv_16,0,7
clkbuf_1,0,12
clkbuf_16,0,57
clkbuf_2,0,5
clkbuf_8,8,15
clkdlybuf4s15_1,0,35
clkdlybuf4s50_1,0,64
clkinv_2,0,8
dfrtp_1,512,512
mux2_2,512,512
[cells by family (layout without fill, tap and decap cells)]
group,Yosys count,after routing
DFF,512,512
buffers and inverters,57,302
muxes,512,512
[timing repair]
item | CTS | global route
hold endpoints to repair | 333 | 0
hold buffers | 4 | 0
setup buffers | 19 | 1
endpoints found under the setup margin | 64 | 5
resized | 167 | 5
cloned | 0 | 0
[metrics by stage]
stage	cells	cell area, µm²
after floorplan	1081	19200
after global placement	1809	21300
after detailed placement	1809	21300
after CTS	1932	23300
after global routing	1933	23300
final	1933	23300
Power figures rest on the tool's default switching activity, not on a simulated workload.
